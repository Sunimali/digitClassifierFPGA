**./constraint.sdc**
```tcl
current_design mac2

set clk_period 17.6
set clk_io_pct 0.2

create_clock -name clk0 -period $clk_period [get_ports {clk}]

set non_clock_inputs [all_inputs -no_clocks]
set_input_delay [expr $clk_period * $clk_io_pct] -clock clk0 $non_clock_inputs
set_output_delay [expr $clk_period * $clk_io_pct] -clock clk0 [all_outputs]
```
**./config.mk**
```make
export PLATFORM = sky130hd
export DESIGN_NAME = mac2
export DESIGN_NICKNAME = mac2
export VERILOG_FILES = /design/flow/design.v
export SDC_FILE = /design/flow/constraint.sdc
export NUM_CORES = 4
export LEC_CHECK = 1
export CORE_UTILIZATION = 40
```
**./run.sh**
```bash
#!/bin/bash
# OpenROAD 26Q1-2900-gdf79404cd8, Yosys 0.63+post, stock flow scripts
make -C /OpenROAD-flow-scripts/flow DESIGN_CONFIG=/design/flow/config.mk WORK_HOME=/design/flow/orfs finish
```
**./design.v**
```verilog
`timescale 1ns / 1ps
module mac2(
    input clk,
    input [127:0] pixelsIN,
    input [127:0] weightsIN,
    output [19:0] sumOUT
    );
    wire [255:0] p;
    wire[135:0] s1;
    wire[71:0] s2;
    wire[37:0] s3;
    wire [19:0] sum;
    reg [127:0] pixels, weights;
    reg [19:0] sumOUT;
    always @(posedge clk) begin
        pixels <= pixelsIN;
        weights <= weightsIN;
        sumOUT <= sum;
    end
    genvar i;
    generate
        for(i=0; i<=15; i=i+1) begin
            mult multmac(
                .a(pixels[127 - 8*i : 127 - 8*i - 7]),
                .b(weights[127 - 8*i : 127 - 8*i - 7]),
                .p(p[255 - 16*i : 255 - 16*i - 15])
            );
        end
    endgenerate
    genvar k;
    generate
        for(k=0; k<=7; k=k+1) begin
            adder addermac(
                .a(p[255 - 16*2*k : 255 - 16*2*k - 15]),
                .b(p[255 - 16*(2*k + 1) : 255 - 16*(2*k + 1) - 15]),
                .s(s1[135 - 17*k : 135 - 17*k - 16])  
            ) ;
        end
    endgenerate
    adder17 adder17_1(.a(s1[135:119]), .b(s1[118:102]),.s(s2[71:54]));
    adder17 adder17_2(.a(s1[101:85]), .b(s1[84:68]),.s(s2[53:36]));
    adder17 adder17_3(.a(s1[67:51]), .b(s1[50:34]),.s(s2[35:18]));
    adder17 adder17_4(.a(s1[33:17]), .b(s1[16:0]),.s(s2[17:0]));
    adder18 adder18_1(.a(s2[71:54]), .b(s2[53:36]),.s(s3[37:19]));
    adder18 adder18_2(.a(s2[35:18]), .b(s2[17:0]),.s(s3[18:0]));
    adder19 adder19_1(.a(s3[37:19]), .b(s3[18:0]),.s(sum));
endmodule
`timescale 1ns / 1ps
module adder(
    input signed [15:0] a,
    input signed [15:0] b,
    output signed [16:0] s
    );
    assign s = a + b;
endmodule
`timescale 1ns / 1ps
module adder17(
    input signed [16:0] a,
    input signed [16:0] b,
    output signed [17:0] s
    );
    assign s = a + b;
endmodule
`timescale 1ns / 1ps
module adder18(
    input signed [17:0] a,
    input signed [17:0] b,
    output signed [18:0] s
    );
    assign s = a + b;
endmodule
`timescale 1ns / 1ps
module adder19(
    input signed [18:0] a,
    input signed [18:0] b,
    output signed [19:0] s
    );
    assign s = a + b;
endmodule
`timescale 1ns / 1ps
module mult(
        input signed [7:0] a,
        input signed [7:0] b,
        output signed [15:0] p
    );
    assign p = a * b;
endmodule
```
==> results.toml <==
# yosys + openroad results
[clock_tree]
numCtsBuffers = 39
htree_levels = 2
postCtsSetupRepairBufs = 0
clk_pin_slew_ns = 0.06
clock_latency_ns = 0.64
clockBufferDepth = 3
ctsResizeCount = 0
cts_hold_repair.buffers = 0
cts_root_buf = "clkbuf_16"
sink_count_of_the_clock_tree = 276
tritoncts_clock_tree = "done"

[synthesis]
yosys-stat-cells = 4669
syn_avg_cell_area_um2 = 10.75
syn-cell-area_mm2 = 0.05020
synth-seq-cells = 276
seq_area_frac_synth_pct = 11.01
yosys_warnings = 1
synth.yosys.chip_area_mm2 = 0.05020
post_synth_inst_count = 4669
yosys.cell_types.count = 33
yosys_most_used_dff = "dfxtp_1"
enable_flop_cells = 0
synth_async_sr_flop_share_pct = 0

[placed_design]
dpl_cell_area_mm2 = 0.05499
dpl.hpwl_mm = 122.6
buffer_ports.inserted = 276
gp_routability_congestion = 0.9686
post-place-ws_ns = 8.236
placed_cells = 6577

[layout]
drive_above_1_share_pct = 1.516
post_layout_nonfiller_instances = 6650
n_fill_cell = 11580
comb_area_mm2 = 0.03901
layout.area.seq_mm2 = 0.005525
finish.utilization_pct = 45.38
post-route-cell-area_mm2 = 0.05633
synthToLayoutAreaGrowth_pct = 12.21

[timing]
tightestPinTransition_ns = 0.8179
grt_setup_unrepaired = "no"
slew-limit-headroom_pct = 45.08
report.final.hold_viol_count = 0
setup_viol_count_final = 0
slew_viol_final = 0
period_used_pct = 53.55
clock_skew_ns = 0.04448
min_period_ns = 9.426
clock.fmax_mhz = 106.1
tns_ns = 0
setup_slack_ns = 8.174

[run_status]
result_of_the_run = "completed"

[hold_path]
worstHoldPathType = "flop to flop"

[detailed_routing]
wirelength_per_cell_um = 20.07
wirelength_mm = 133.4
post-route-drc-count = 0
vias_per_cell = 4.548
remaining_antenna_violation_count = 0
drt-pass1-iter-count = 25
detailedRoute.firstIterationViolations = 959
detail_route.wirelength.met1_mm = 50.04
route.met2.wl_mm = 60.72
highest-signal-layer = "met5"
met3RoutedLength_mm = 18.88
routed-via-count = 30250

[die]
fp-utilization_pct = 40.45
floorplan.rows = 129
die_x_extent_um = 356.3
placeableCoreArea_mm2 = 0.1241
die_y_um = 356.3
num_io_pins = 277
chip_area_mm2 = 0.1269

[worst_setup_path]
critical_path.startpoint_type = "flop"
worst-setup-path-type = "flop to flop"
path_buffers = 7
timing.reg2reg.setup_slack_ns = 8.17
largest_fanout_on_the_critical_path = 9
critical_path.max_stage_delay_ns = 0.78
worstSetupEndpointType = "flop"
most_frequent_cell_on_the_critical_path = "fa_1"
worst-endpoint-arrival_ns = 9.89
cp_top_family = "adder cells"
crit_path_top_delay_cell = "dfxtp_1"
cp_data_required_time_ns = 18.07

[global_routing]
gr-total-overflow = 0
antenna_violations_before_repair = 3
grt_util_all_layers_pct = 24.27
first_global_vias = 35520
grt_start_max_net_pins = 14
wire_length_of_the_first_global_routing_pass_mm = 210.0

[job]
drv_cap = 0
warning_count = 28
sequential cells by signal, summed over array words and instances, names as in the netlist:
name     count
sumOUT      20
pixels     128
weights    128
worst reg2reg max path, stage by stage (launching register included):
cell and delay (ns):
dfxtp_1 0.78, nand2b_1 0.17, fa_1 0.54, inv_1 0.06
fa_1 0.50, fa_1 0.50, inv_1 0.06, fa_1 0.57
inv_1 0.07, fa_1 0.54, inv_1 0.05, fa_1 0.52
fa_1 0.53, fa_1 0.52, inv_1 0.07, fa_1 0.54
inv_1 0.05, fa_1 0.47, inv_1 0.05, fa_1 0.44
ha_1 0.29, ha_1 0.35, o21a_1 0.24, a2111oi_4 0.11
o31ai_2 0.38, nor3_2 0.10, o31ai_1 0.62, xnor2_1 0.20
Yosys cell counts (2+ instances only):
library cell  count  share of area (%)
o21ai_0           9              0.090
clkbuf_1          5              0.037
ha_1            332                8.3
nand2_1         352                2.6
o31ai_1           2              0.030
o21a_1            6              0.090
fa_1           1428                 57
and2_1          547                6.8
a21oi_1          12               0.12
xnor2_1          38               0.66
nand2b_1         70               0.87
inv_1          1503                 11
a21o_1            5              0.075
dfxtp_1         276                 11
nor3_1            2              0.020
xor2_1            8               0.14
o21bai_1          2              0.030
nor2_1           21               0.16
nor2b_1          37               0.46
cell families after synthesis:
| family | after synthesis | synth area share [%] |
|---|---|---|
| buf+inv | 1508 | 11.28 |
| xor+xnor | 47 | 0.8474 |
| flops | 276 | 11.01 |
| fa+ha+maj | 1760 | 65.22 |
| compound gates | 44 | 0.6206 |
| simple gates | 1034 | 11.03 |
per-layer routing:
metal  up-vias  track usage, %
met1     15470           32.49
met3       135           14.67
met5         -           1.074
met4         6           4.755
met2      1046           35.44
li1      13590               -
worst paths after layout:
| kind | start | to | cells after the start |
|---|---|---|---|
| setup / recovery | weights[63]$_DFF_P_ | sumOUT[19]$_DFF_P_ | 27 |
| hold / removal | pixels[120]$_DFF_P_ | sumOUT[0]$_DFF_P_ | 2 |
| setup reg to reg | weights[63]$_DFF_P_ | sumOUT[19]$_DFF_P_ | 27 |
| hold reg to reg | pixels[120]$_DFF_P_ | sumOUT[0]$_DFF_P_ | 2 |
cells in the final DEF (no fill, tap or decap), types with 2 or more instances in the layout:
cell type / netlist / routed
and2_1: 547 / 547
fa_1: 1428 / 1428
xor2_1: 8 / 8
xnor2_1: 38 / 38
nor3_1: 2 / 2
a21oi_1: 12 / 12
nor2b_1: 37 / 37
bufinv_16: 0 / 3
clkbuf_1: 5 / 3
clkbuf_8: 0 / 4
clkdlybuf4s50_1: 0 / 276
nand2_1: 352 / 352
clkinv_4: 0 / 5
clkbuf_16: 0 / 40
nand2b_1: 70 / 70
o21bai_1: 2 / 2
inv_6: 0 / 4
a21o_1: 5 / 5
clkinv_2: 0 / 5
dfxtp_1: 276 / 276
ha_1: 332 / 332
nor2_1: 21 / 21
o21a_1: 6 / 6
o31ai_1: 2 / 2
clkinvlp_4: 0 / 6
o21ai_0: 9 / 9
inv_1: 1503 / 1503
layout make-up:
class / count / share of cell area (%)
multi-input cells: 2885 / 69.26
inverters: 1503 / 10.02
clock buffers: 47 / 1.895
well taps: 1637 / 3.636
diodes: 1 / 0.004442
clock inverters: 25 / 0.4731
repair buffers: 276 / 4.904
flip-flops and latches: 276 / 9.809
stage by stage:
step	hold WS, ns
2_1_floorplan	0.6257
3_3_place_gp	0.9057
3_5_place_dp	0.9053
4_1_cts	0.9295
5_1_grt	0.9427
6_report	0.8901
