==> flow/design.v <==
`timescale 1ns / 1ps
module mac1(
    input [127:0] pixels,
    input [127:0] weights,
    output [19:0] sum
    );
    wire [255:0] p;
    wire[135:0] s1;
    wire[71:0] s2;
    wire[37:0] s3;
    genvar i;
    generate
        for(i=0; i<=15; i=i+1) begin
            mult multmac(
                .a(pixels[127 - 8*i : 127 - 8*i - 7]),
                .b(weights[127 - 8*i : 127 - 8*i - 7]),
                .p(p[255 - 16*i : 255 - 16*i - 15])
            );
        end
    endgenerate
    genvar k;
    generate
        for(k=0; k<=7; k=k+1) begin
            adder addermac(
                .a(p[255 - 16*2*k : 255 - 16*2*k - 15]),
                .b(p[255 - 16*(2*k + 1) : 255 - 16*(2*k + 1) - 15]),
                .s(s1[135 - 17*k : 135 - 17*k - 16])  
            ) ;
        end
    endgenerate
    adder17 adder17_1(.a(s1[135:119]), .b(s1[118:102]),.s(s2[71:54]));
    adder17 adder17_2(.a(s1[101:85]), .b(s1[84:68]),.s(s2[53:36]));
    adder17 adder17_3(.a(s1[67:51]), .b(s1[50:34]),.s(s2[35:18]));
    adder17 adder17_4(.a(s1[33:17]), .b(s1[16:0]),.s(s2[17:0]));
    adder18 adder18_1(.a(s2[71:54]), .b(s2[53:36]),.s(s3[37:19]));
    adder18 adder18_2(.a(s2[35:18]), .b(s2[17:0]),.s(s3[18:0]));
    adder19 adder19_1(.a(s3[37:19]), .b(s3[18:0]),.s(sum));
endmodule
`timescale 1ns / 1ps
module adder(
    input signed [15:0] a,
    input signed [15:0] b,
    output signed [16:0] s
    );
    assign s = a + b;
endmodule
`timescale 1ns / 1ps
module adder17(
    input signed [16:0] a,
    input signed [16:0] b,
    output signed [17:0] s
    );
    assign s = a + b;
endmodule
`timescale 1ns / 1ps
module adder18(
    input signed [17:0] a,
    input signed [17:0] b,
    output signed [18:0] s
    );
    assign s = a + b;
endmodule
`timescale 1ns / 1ps
module adder19(
    input signed [18:0] a,
    input signed [18:0] b,
    output signed [19:0] s
    );
    assign s = a + b;
endmodule
`timescale 1ns / 1ps
module mult(
        input signed [7:0] a,
        input signed [7:0] b,
        output signed [15:0] p
    );
    assign p = a * b;
endmodule
==> flow/run.sh <==
#!/bin/bash
# OpenROAD 26Q1-2900-gdf79404cd8, Yosys 0.63+post, stock flow scripts
make -C /OpenROAD-flow-scripts/flow DESIGN_CONFIG=/design/flow/config.mk WORK_HOME=/design/flow/orfs finish
==> flow/config.mk <==
export PLATFORM = sky130hd
export DESIGN_NAME = mac1
export DESIGN_NICKNAME = mac1
export VERILOG_FILES = /design/flow/design.v
export SDC_FILE = /design/flow/constraint.sdc
export NUM_CORES = 4
export LEC_CHECK = 1
export CORE_UTILIZATION = 30
==> flow/constraint.sdc <==
current_design mac1

set clk_period 27.2
set clk_io_pct 0.2

create_clock -name clk0 -period $clk_period

set non_clock_inputs [all_inputs -no_clocks]
set_input_delay [expr $clk_period * $clk_io_pct] -clock clk0 $non_clock_inputs
set_output_delay [expr $clk_period * $clk_io_pct] -clock clk0 [all_outputs]
==> metrics.log <==
[report] extracting results
[metrics] result of the run: finished, final reports clean
[metrics] sequential cell area fraction in the yosys report: 0
[metrics] chip footprint: 0.151 mm^2
[metrics] area share of the largest cell type after synthesis: 0.639
[metrics] starting DRC count in detailed routing: 850
[metrics] Critical Path End: sum[18]
[metrics] switching power: 30900 uW
[metrics] Top Layer Used: met5
[metrics] # Cells Yosys: 4403
[metrics] post-cts repair resize count: 0
[metrics] total track usage: 0.191
[metrics] Detailed Route WL: 129000 um
[metrics] relative area change from synthesis to final layout: 11.7%
[metrics] synthesized area per cell: 10.2 um^2
[metrics] FF+latch area: 0 um^2
[metrics] largest voltage drop on the vdd net: 4130 uV
[metrics] tool warning count: 35
[metrics] starting utilization of the core area: 0.303
[metrics] DRT met1 WL: 48600 um
[metrics] number of antenna violations at the first check in global routing: 43
[metrics] maximum fanout along the worst path: 9
[metrics] total length of routed met2 wires: 61900 um
[metrics] number of failing setup endpoints in the final timing report: 0
[metrics] die y size: 388 um
[metrics] RSZ-0062 raised after global routing: no
[metrics] post-synthesis instance area: 0.0447 mm^2
[metrics] category of the most critical setup path: in2out
[metrics] Area contributors post-synth: sky130_fd_sc_hd__fa_1, sky130_fd_sc_hd__inv_1, sky130_fd_sc_hd__ha_1
[metrics] Rows: 141
[metrics] total DRC errors in the routed layout: 0
[metrics] most used cells in the layout excluding fill and tap cells: sky130_fd_sc_hd__inv_1, sky130_fd_sc_hd__fa_1, sky130_fd_sc_hd__and2_1, sky130_fd_sc_hd__nand2_1, sky130_fd_sc_hd__ha_1
[metrics] first element of the critical path: weights[63]
[metrics] number of clock buffer instances in the layout: 0
[metrics] maximum number of pins on one net before global-route repair: 10
[metrics] Netlist cell types: 36
[metrics] total negative slack: 0 ns
[metrics] period utilization: 0.768
[metrics] via-per-instance ratio: 4.30
[metrics] leading cell type in the layout, fill and taps excluded: sky130_fd_sc_hd__inv_1
[metrics] Min Clock Period, post-route: 20.88 ns
[metrics] DR WL met3: 15200 um
[metrics] total I/O pin count: 276
[metrics] number of vias after detailed routing: 28500
[metrics] data required time of the critical path: 21.76 ns
[metrics] max-slew violation count: 0
[metrics] share of cells above drive strength 1: 0.00257
[metrics] yosys stat chip area: 0.0447 mm^2
[metrics] Critical Path Start Type: input port
[metrics] per-cell routed wire length: 19.4 um
[metrics] tally of nets with antenna violations remaining after routing: 0
[metrics] Pre-antenna DRT Iters: 5
[metrics] Die Span X: 388 um
[metrics] Final GP Congestion: 1.02
[metrics] global-route wire length before repair: 202000 um
[metrics] total power per unit cell area: 1130 mW/mm^2
[metrics] number of failing hold endpoints at the final stage: 0
[metrics] end-of-flow core utilization: 0.338
[metrics] internal power of the cells: 25300 uW
[metrics] switching fraction of total power: 0.550
[metrics] leakage power summed over all cells: 0.0253 uW
[metrics] postcts setup bufs: 0
[metrics] number of standard cells after synthesis: 4403
[metrics] area of the core region: 0.148 mm^2
[metrics] YS warnings: 0
[metrics] data arrival time of the worst path: 15.44 ns
[metrics] via count of the first global-routing pass: 33400
[metrics] cell taking the most area after synthesis: sky130_fd_sc_hd__fa_1
[metrics] achievable frequency: 47.9 MHz
[metrics] maxcap violations: 0
[metrics] critical path capture point type: output pin
[metrics] worst hold-check path type: in2out
[metrics] final global-route overflow total: 0
[metrics] number of buffers inserted by port buffering: 276
[metrics] Hold Buf Count CTS: 0
[metrics] detailed placement HPWL: 122000 um
[metrics] relative slew slack: 0.518
[metrics] Least-Margin Pin Slew: 0.717 ns
[metrics] final sequential cell count: 0
worst max-delay path, cell delays in order:
cell                              delay, ns
sky130_fd_sc_hd__clkdlybuf4s50_1       0.85
sky130_fd_sc_hd__nand2b_1              0.16
sky130_fd_sc_hd__fa_1                  0.52
sky130_fd_sc_hd__inv_1                 0.05
sky130_fd_sc_hd__fa_1                  0.55
sky130_fd_sc_hd__inv_1                 0.06
sky130_fd_sc_hd__fa_1                  0.53
sky130_fd_sc_hd__fa_1                  0.55
sky130_fd_sc_hd__fa_1                  0.64
sky130_fd_sc_hd__fa_1                  0.52
sky130_fd_sc_hd__fa_1                  0.53
sky130_fd_sc_hd__fa_1                  0.51
sky130_fd_sc_hd__inv_1                 0.06
sky130_fd_sc_hd__fa_1                  0.54
sky130_fd_sc_hd__fa_1                  0.43
sky130_fd_sc_hd__fa_1                  0.46
sky130_fd_sc_hd__fa_1                  0.37
sky130_fd_sc_hd__ha_1                  0.39
sky130_fd_sc_hd__a21oi_2               0.22
sky130_fd_sc_hd__o21bai_1              0.10
sky130_fd_sc_hd__a41oi_2               0.23
sky130_fd_sc_hd__o21ai_1               0.22
sky130_fd_sc_hd__o311a_1               0.35
sky130_fd_sc_hd__o211ai_1              0.56
sky130_fd_sc_hd__clkdlybuf4s50_1       0.59
how the worst min path moves through the flow:
stage / cells after the start / end / slack [ns] / start
4_1_cts: 4 / sum[0] / 12.41 / weights[120]
5_1_grt: 4 / sum[0] / 12.43 / weights[120]
6_report: 4 / sum[0] / 12.33 / weights[120]
cells in the mapped netlist (all sizes together) (2+ instances only):
cell type     n
xnor2        38
nor2b        39
fa         1428
o21bai        3
a21o          5
o21a          2
nand2b       69
and2        547
o21ai        15
nand2       354
clkbuf        5
xor2          5
nor2         28
a211oi        4
nor3          2
a21oi        12
o211ai        2
ha          332
inv        1501
cell families after synthesis:
family,Yosys count,synth area share
buffers and inverters,1506,0.126
AND/OR/NAND/NOR,1044,0.125
XOR/XNOR,44,0.00909
adder cells (fa/ha/maj),1760,0.732
AND-OR/OR-AND,49,0.00758
layout make-up:
type | count | area, um^2
Timing Repair Buffer | 278 | 2780
Tap cell | 1930 | 2410
Multi-Input combinational cell | 2897 | 39100
Inverter | 1501 | 5630
Antenna cell | 23 | 57.6
Fill cell | 15000 | 97900
metrics by stage:
stage / std cells / power [uW] / setup slack (ns) / hold WS [ns] / instance area (um^2)
after global routing: 6627 / 60600 / 5.81 / 12.43 / 50000
after CTS: 6606 / 56900 / 6.19 / 12.41 / 49900
after detailed placement: 6606 / 56700 / 6.22 / 12.41 / 49900
after floorplan: 4403 / 45400 / 8.39 / 11.07 / 44700
after global placement: 6606 / 56400 / 6.22 / 12.42 / 49900
final: 6629 / 56200 / 6.32 / 12.33 / 50000
power by group through the flow:
stage    clock (uW)  sequential (uW)  combinational (uW)
4_1_cts           0                0               56900
5_1_grt    0.000104                0               60600
per-layer routing:
metal  track usage  vias up
met4        0.0362       30
li1              -    12700
met5       0.00670        -
met2         0.299      920
met3        0.0935      115
met1         0.248    14800
Power is estimated from default activity; no workload was simulated.
